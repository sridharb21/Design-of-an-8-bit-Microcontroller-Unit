$ cat flow/run.sh
#!/bin/bash
# OpenROAD 26Q1-2900-gdf79404cd8, Yosys 0.63+post, stock flow scripts
make -C /OpenROAD-flow-scripts/flow DESIGN_CONFIG=/design/flow/config.mk WORK_HOME=/design/flow/orfs finish
$ cat flow/design.v
module ALU(  input [7:0] Operand1,Operand2,
  input E, 
  input [3:0] Mode,
  input [3:0] CFlags,
  output  [7:0] Out,
  output  [3:0] Flags 
   );
  wire Z,S,O;
  reg CarryOut;
  reg [7:0] Out_ALU;
  always @(*)
  begin
  case(Mode) 
  4'b0000: {CarryOut,Out_ALU} = Operand1 + Operand2;
  4'b0001: begin Out_ALU = Operand1 -  Operand2;
  CarryOut = !Out_ALU[7];
  end
  4'b0010: Out_ALU = Operand1;
  4'b0011: Out_ALU = Operand2;
  4'b0100: Out_ALU = Operand1 & Operand2;
  4'b0101: Out_ALU = Operand1 | Operand2;
  4'b0110: Out_ALU = Operand1 ^ Operand2;
  4'b0111: begin
  Out_ALU = Operand2 - Operand1;
  CarryOut = !Out_ALU[7];
  end
  4'b1000: {CarryOut,Out_ALU} = Operand2 + 8'h1;
  4'b1001: begin
  Out_ALU = Operand2 - 8'h1;
  CarryOut = !Out_ALU[7];
  end 
  4'b1010: Out_ALU = (Operand2 << Operand1[2:0])| ( Operand2 >> Operand1[2:0]);
  4'b1011: Out_ALU = (Operand2 >> Operand1[2:0])| ( Operand2 << Operand1[2:0]);
  4'b1100: Out_ALU = Operand2 << Operand1[2:0];
  4'b1101: Out_ALU = Operand2 >> Operand1[2:0];
  4'b1110: Out_ALU = Operand2 >>> Operand1[2:0];
  4'b1111: begin
 Out_ALU = 8'h0 - Operand2;
 CarryOut = !Out_ALU[7];
 end
 default: Out_ALU = Operand2;
 endcase
 end
 assign O = Out_ALU[7] ^ Out_ALU[6];
 assign Z = (Out_ALU == 0)? 1'b1 : 1'b0;
 assign S = Out_ALU[7];
 assign Flags = {Z,CarryOut,S,O};
 assign Out = Out_ALU;
endmodule
$ cat flow/config.mk
export PLATFORM = sky130hd
export DESIGN_NAME = ALU
export DESIGN_NICKNAME = ALU
export VERILOG_FILES = /design/flow/design.v
export SDC_FILE = /design/flow/constraint.sdc
export NUM_CORES = 4
export LEC_CHECK = 1
export CORE_UTILIZATION = 40
export SYNTH_HDL_FRONTEND = slang
$ cat flow/constraint.sdc
current_design ALU

set clk_period 5.6
set clk_io_pct 0.2

create_clock -name clk0 -period $clk_period

set non_clock_inputs [all_inputs -no_clocks]
set_input_delay [expr $clk_period * $clk_io_pct] -clock clk0 $non_clock_inputs
set_output_delay [expr $clk_period * $clk_io_pct] -clock clk0 [all_outputs]
==> Changelog: implementation <==
### Implementation results

* Status: finished, final reports clean
* Worst-path fanout max at 4
* Initial antenna violation count at 0
* IO Pins at 37
* Yosys Chip Area at 2796 um^2
* Buffers on Ports at 32
* Critical path data arrival time at 4.30 ns
* Avg Synthesized Cell Area at 7.226 um^2
* Startpoint types: input pin
* Yosys aoi share at 32.17%
* Final Max Slew Viols at 0
* Area fraction in and, or, nand and nor cells after synthesis at 22.60%
* Library cells used by synthesis at 71
* Area inside the core boundary at 6756 um^2
* Worst slew pin tran at 0.6294 ns
* Number of unconstrained endpoints at 2
* Total global-route track usage at 29.65%
* Antenna cell count at 0
* Cell type with the largest total area after synthesis: sky130_fd_sc_hd__ha_1
* Vias in the first global route at 3073
* Total via count after detailed routing at 3359
* Xor-xnor portion of the synthesized cell area at 6.264%
* Setup repair after global routing missed its margin: false
* Average wire length per cell after detail routing at 18.35 um
* Top achievable clock speed at 0.1843 GHz
* # Max-Cap Violations at 0
* Initial core utilization at 41.39%
* Length of the first detailed-routing pass in iterations at 4
* Cell types occupying the most area after synthesis: sky130_fd_sc_hd__ha_1 15%, sky130_fd_sc_hd__a21oi_1 5.7%, sky130_fd_sc_hd__mux2i_1 5.4%, sky130_fd_sc_hd__xnor2_1 5.0%, sky130_fd_sc_hd__mux4_2 4.0%
* Post-Syn Area at 2796 um^2
* Detail Placement HPWL at 8.584 mm
* Seq cells post-synth at 1
* Global route overflow at 0
* Synth Warn # at 0
* Drt drc at 0
* Via density per instance at 5.862
* Wire length of the first global-routing pass at 16.37 mm
* Full die area at 7329 um^2
* Height of the chip at 85.61 um
* Fraction of synthesized cell area taken by the top area cell type at 14.77%
* Area added between synthesis and finish at 39.96%
* Leak pwr at 1.746 nW
* Required arrival time at the worst endpoint at 4.48 ns
* VDD IR max at 0.05562 mV
* Accumulated negative setup slack at 0 ns
* Instance count of the mapped netlist at 387
* Number of setup violations in the final report at 0
* Headroom to the max-slew limit at 57.51%
* Cell count in the Yosys report at 387
* Crit share post-route at 96.87%
* Detailed Route WL at 10.52 mm
* 1st-iter DRT viols at 208
* Final estimated routing congestion in global placement at 0.9553
* Crit path kind: input pin to output port
* PwrDens at 93.85 nW/um^2
* Number of rows in the core area at 30
* Die Span X at 85.61 um
* Pin count of the biggest net entering global routing at 23
* Worst hold path startpoint: Operand1[2]
* Largest combinational cell category by area: AND-OR/OR-AND gates
* Min-Delay Path Class: input pin to output port
* Share of synthesized cell area in full adder, half adder and majority cells at 16.91%
* Register pins left without a clock at 1
* Smallest hold slack at 3.396 ns
* Min-Delay Path Depth at 6
* Endpoint of the worst hold path: Flags[3]
* Count of library flops with an enable pin at 0
* Fin crit period at 5.425 ns
* Crit end category: output port
* Share of async-settable or async-resettable flops after synthesis at 0%
* Flip-flop count of the largest register after layout at 1
* Residual antenna-violating net count after detailed routing at 0
* OpenROAD warning count at 60
* Multiplexer share of the synthesized area at 10.60%
* Layout cell share with drive strength beyond 1 at 30.02%
* Final Hold Viols at 0
* Dominant register cell: sky130_fd_sc_hd__dlxtp_1
## worst max-delay path by stage
stage / depth (start not counted) / to / slack [ns] / start
after CTS: 16 / Flags[3] / 0.02 / Operand1[1]
after global routing: 16 / Flags[3] / 0.006 / Operand1[2]
final: 13 / Flags[0] / 0.18 / Operand1[1]
## power breakdown
part | internal (mW) | switching [mW] | leakage [nW]
registers | 0.00102 | 0.000133 | 0.00788
logic | 0.188 | 0.178 | 1.74
clock network | 0 | 0 | 0
total | 0.189 | 0.178 | 1.75
## repair_timing
item	CTS	global route
resized	25	2
pin swaps	12	3
endpoints found under the setup margin	2	2
hold buffers	0	0
setup buffers	3	0
cloned	0	0
## cell usage in the layout, fill, tap and decap left out, types with 9 or more instances in the layout
cell type,instances
sky130_fd_sc_hd__o22ai_1,9
sky130_fd_sc_hd__xnor2_1,16
sky130_fd_sc_hd__nand3_1,10
sky130_fd_sc_hd__nor2b_1,12
sky130_fd_sc_hd__clkdlybuf4s50_1,29
sky130_fd_sc_hd__nand2_1,18
sky130_fd_sc_hd__mux2i_1,15
sky130_fd_sc_hd__a21oi_1,31
sky130_fd_sc_hd__ha_1,29
sky130_fd_sc_hd__buf_4,105
sky130_fd_sc_hd__nor2_1,28
sky130_fd_sc_hd__inv_1,22
sky130_fd_sc_hd__o21ai_0,16
sky130_fd_sc_hd__nor3_1,9
## per-layer routing
layer	part of all wire, %	vias to the layer above	global-route usage, %
met5	0	-	0
met4	2.4	0	6.061
met3	4.3	16	1.953
met2	47	103	48.95
met1	47	1589	43.26
li1	-	1651	-
## per-stage QoR
step	setup WS (ns)	power [mW]	utilization, %	cell area [um^2]	std cells
after global routing	0.005731	0.3964	57.93	3914	573
after floorplan	0.6087	0.1942	-	2796	387
after detailed placement	-0.4558	0.3512	56.39	3810	570
final	0.1753	0.3673	57.93	3914	573
after global placement	-0.4263	0.3507	56.39	3810	570
after CTS	0.01825	0.3631	57.85	3909	573
## worst max-delay path, cell delays in order
cell and delay [ns]:
sky130_fd_sc_hd__clkdlybuf4s50_1 0.55, sky130_fd_sc_hd__inv_2 0.09, sky130_fd_sc_hd__fa_2 0.39, sky130_fd_sc_hd__nor2b_1 0.14, sky130_fd_sc_hd__o21a_1 0.21, sky130_fd_sc_hd__o211ai_1 0.22
sky130_fd_sc_hd__buf_4 0.15, sky130_fd_sc_hd__buf_4 0.09, sky130_fd_sc_hd__a31o_2 0.17, sky130_fd_sc_hd__nor3_2 0.05, sky130_fd_sc_hd__or3_1 0.39, sky130_fd_sc_hd__ha_1 0.28
sky130_fd_sc_hd__clkdlybuf4s50_1 0.45
## synthesized netlist by cell type, drive strengths merged (6+ instances only)
| cell type | number |
|---|---|
| ha | 33 |
| a21oi | 32 |
| nor2 | 28 |
| buf | 26 |
| inv | 26 |
| nand2 | 20 |
| o21ai | 20 |
| xnor2 | 16 |
| mux2i | 15 |
| nor2b | 13 |
| nor3 | 11 |
| nand3 | 10 |
| o22ai | 9 |
| a221oi | 7 |
| clkbuf | 7 |
| a21o | 6 |
| nor4 | 6 |
## kinds of logic after synthesis
| family | Yosys count |
|---|---|
| AOI/OAI and AO/OA | 130 |
| xor gates and xnor gates | 20 |
| adders and majority gates | 36 |
| buffers and inverters | 61 |
| latches | 1 |
| muxes | 23 |
| and+or+nand+nor | 116 |
## cell type report
class                   count  area [um^2]
repair buffers            139         1132
multi-input cells         325         2557
fillers                   627         2843
flip-flops and latches      1        15.01
inverters                  28        108.9
well taps                  80        100.1
Power is estimated from default activity; no workload was simulated.

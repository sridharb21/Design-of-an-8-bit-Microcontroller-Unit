==> design/flow/design.v <==
 module DMem( input clk,
     input E,  
     input WE,  
     input [3:0] Addr,  
     input [7:0] DI,  
     output [7:0] DO  
    );
reg [7:0] data_mem [255:0];
always @(posedge clk) 
begin
 if(E==1 && WE ==1) 
  data_mem[Addr] <= DI;
end 
 assign DO = (E ==1 )? data_mem[Addr]:0;
endmodule
==> design/flow/run.sh <==
#!/bin/bash
# OpenROAD 26Q1-2900-gdf79404cd8, Yosys 0.63+post, stock flow scripts
make -C /OpenROAD-flow-scripts/flow DESIGN_CONFIG=/design/flow/config.mk WORK_HOME=/design/flow/orfs finish
==> design/flow/config.mk <==
export PLATFORM = sky130hd
export DESIGN_NAME = DMem
export DESIGN_NICKNAME = DMem
export VERILOG_FILES = /design/flow/design.v
export SDC_FILE = /design/flow/constraint.sdc
export NUM_CORES = 4
export LEC_CHECK = 1
export CORE_UTILIZATION = 40
export SYNTH_HDL_FRONTEND = slang
==> design/flow/constraint.sdc <==
current_design DMem

set clk_period 1.9
set clk_io_pct 0.2

create_clock -name clk0 -period $clk_period [get_ports {clk}]

set non_clock_inputs [all_inputs -no_clocks]
set_input_delay [expr $clk_period * $clk_io_pct] -clock clk0 $non_clock_inputs
set_output_delay [expr $clk_period * $clk_io_pct] -clock clk0 [all_outputs]
==> impl_metrics.tcl <==
# flow metrics
set metrics [dict create \
    net-switching-power_uw 1370 \
    global_route.usage.total_pct 20.3 \
    stage_log_warnings 28 \
    yosys_register_bits 128 \
    drive_above_1_share_pct 39.4 \
    grt_overflow 0 \
    post_drt_via_cell_ratio 5.19 \
    grt_pass1_wl_um 17500 \
    syn-instance-count 266 \
    yosysWarnings 0 \
    fin_tns_setup_ns -1.27 \
    timing.final.hold_violations 0 \
    finalSetupViolations 8 \
    placed_cells 496 \
    holdCritPathClass "in2reg" \
    clock_tree.buffer_depth 2 \
    cap_violations 0 \
    yosysTopAreaCell "sky130_fd_sc_hd__edfxtp_1" \
    drt.antenna.violating_nets 0 \
    clock_tree_from_tritoncts "done" \
    power-per-cell-area_mw_per_mm2 1080 \
    comb_area_mm2 0.00121 \
    max_reg_flops 128 \
    final_layout_top_logic_cells "sky130_fd_sc_hd__edfxtp_1, sky130_fd_sc_hd__buf_4, sky130_fd_sc_hd__nand2_1" \
    crit_family "multiplexers" \
    most_common_cell_after_layout_fill_and_taps_aside "sky130_fd_sc_hd__edfxtp_1" \
    ys_area_mm2 0.00513 \
    filler_cell_count 942 \
    post_synth.cell_area_avg_um2 19.3 \
    worst_slew_pin_slew_ns 0.658 \
    die-height_um 115 \
    critical_path.slowest_cell "sky130_fd_sc_hd__mux4_2" \
    post_synth_area_hogs "sky130_fd_sc_hd__edfxtp_1, sky130_fd_sc_hd__mux4_1, sky130_fd_sc_hd__mux4_2, sky130_fd_sc_hd__mux2i_1, sky130_fd_sc_hd__nand2_1" \
    critical_path_required_ns 1.52 \
    layout_top_registers "data_mem x128" \
    num_antenna_cells 0 \
    worst-setup-path-type "reg2out" \
    regArea_mm2 0.00384 \
    synth.lib_cells_used.distinct 23 \
    grt_max_degree 17 \
    die_width_um 115 \
    routed_wire_length_per_instance_um 20.7 \
    setup_slack_ns -0.195 \
    cts.sink_count 128 \
    ir_drop_uv 1130 \
    post_cts_hold_buffer_count 0 \
    power.internal_uw 5950 \
    number_of_antenna_violations_at_the_first_check_in_global_routing 0 \
    drtIter0Drc 226 \
    place.gp.congestion 0.850 \
    via_count 2795 \
    period_used_pct 110 \
    fp.dieArea_mm2 0.0133 \
    worst-path-max-fanout 1 \
    finalNonFillerCells 539 \
    seq_power_share_pct 43.0 \
    violations "negative setup slack" \
    synth_sequential_area_ratio_pct 75.0 \
    detail_route.drc_violations 0 \
    fmax_mhz 477 \
    floorplan.core_util_pct 41.8 \
    status "complete, but fails checks" \
    pre_cts_ws_ns -0.757 \
    slew_viol_final 0 \
    timing.critical_path.buf_inv 1 \
    placeable_core_region_mm2 0.0123 \
    number_of_global_route_vias_before_repair 3109 \
    swShare_pct 18.8 \
    grt_setup_unrepaired "true" \
    timing.slew.headroom_pct 56.0 \
    postRouteWirelength_um 11200 \
    floorplan.rows 40 \
    largest-register "data_mem" \
    critical_path_cell_by_cell "mux4_2 -> a32oi_2 -> o211ai_1 -> buf_2" \
    timing.critical_path.to_type "primary output" \
    crit_arrival_ns 1.71 \
    power.leakage_uw 0.00236 \
    layout_min_cycle_time_ns 2.09 \
    setup.worst_path.start_class "flip-flop" \
    cts_root_buffer_type "sky130_fd_sc_hd__clkbuf_16" \
    drtPass1Iterations 4 \
    cts-buffers-inserted 17 \
    place.port_buffers 22 \
    power.clock.fraction_pct 51.1 \
    io-pin-count 23 \
    synth_stat.cells 266 \
    netlist_area_mm2 0.00513 \
    place_hpwl_um 7080 \
    cpPeakStageDelay_ns 0.53 \
    ctsHtreeMaxLevel 4 \
    synthDominantCellAreaShare_pct 75.0 \
    cts.reportedPaths.clkPinSlew_ns 0.06 \
    share_comb_of_total_power_pct 5.9 \
    layout-area-overhead-vs-synth_pct 32.0 \
]
[power groups by stage]
stage,logic (uW),registers (uW),clock network [uW]
CTS,433,3150,3790
global route,470,3150,3890
finish,432,3150,3740
[logic make-up (layout without fill, tap and decap cells)]
| family | Yosys count | after routing | synth area share, % |
|---|---|---|---|
| buffers and inverters | 17 | 122 | 2.29 |
| AND-OR/OR-AND | 18 | 18 | 2.66 |
| AND/OR/NAND/NOR | 62 | 62 | 5.64 |
| flip-flops | 128 | 128 | 75.0 |
| multiplexers | 41 | 41 | 14.4 |
[metal layers]
layer	vias up	GRT usage [%]	share of wire, %
met5	-	0	0
li1	1272	-	-
met4	0	3.12	1.2
met3	8	14.4	15
met1	1369	27.7	38
met2	146	28.8	46
[through the flow]
step / total power (uW) / hold WS (ns) / cell area, um^2 / util, %
after global routing: 7510 / 0.758 / 6770 / 55.2
final: 7320 / 0.735 / 6770 / 55.2
after floorplan: 3380 / 0.479 / 5150 / -
after detailed placement: 3600 / 1.17 / 5940 / 48.5
after CTS: 7370 / 0.715 / 6750 / 55.0
after global placement: 3600 / 1.17 / 5940 / 48.5
[synthesized netlist by cell type (all sizes together)]
library cell and number:
mux4 23, mux2i 18, and2 2, nand3 1
nor3 4, nand2b 3, nor2b 2, nand4b 1
edfxtp 128, nand4 8, o21ai 1, buf 11
nand2 26, a21oi 2, a32oi 7, a22oi 1
clkbuf 6, or3 1, nor2 14, o211ai 7
[timing repair]
item                                    in CTS  in global routing
buffers inserted                            10                  1
pin swaps                                   14                 14
endpoints found under the setup margin       8                  8
gates cloned                                 1                  0
gates resized                               61                  3
[area by class of cell]
type	count	share of cell area (%)
sequential	128	56.8
multi-input combinational	121	17.8
timing repair buffer	91	12.1
clock buffer	17	6.29
clock inverter	14	3.88
tap	168	3.11
[path summary, 6_finish.rpt]
check | from | end | cells past startpoint
worst max-delay path | data_mem[10][1] | DO[1] | 4
worst min-delay path | Addr[1] | data_mem[13][7] | 5
Power is estimated from default activity; no workload was simulated.
